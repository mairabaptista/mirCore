==> flow/design.v <==
module BIOS(address, biosOut, clk_auto);
	input [31:0]address;
	input clk_auto;
	output reg [31:0]biosOut;
	reg [31:0] bios[63:0];
	initial
		begin				
bios[0] <= 32'b011010_00000000000000000000000001;  
bios[1] <= 32'b001100_11110_11110_0000000000000101;  
bios[2] <= 32'b001111_00000_00110_0000000000001010;  
bios[3] <= 32'b110110_00000_00110_0000000000000000;  
bios[4] <= 32'b011100_00000000000000000000000000;  
bios[5] <= 32'b100101_00000_10100_0000000000000000;  
bios[6] <= 32'b010000_11110_10100_0000000000000000;  
bios[7] <= 32'b001110_11110_01010_0000000000000000;  
bios[8] <= 32'b001100_01010_10101_0000000000000010;  
bios[9] <= 32'b010000_11110_10101_0000000000000000;  
bios[10] <= 32'b001110_11110_01010_0000000000000000;  
bios[11] <= 32'b011011_01010_00110_0000000000000000;  
bios[12] <= 32'b111111_00000_00110_0000000000000000;  
bios[13] <= 32'b001111_00000_10110_0000000000000000;  
bios[14] <= 32'b010000_11110_10110_1111111111111101;  
bios[15] <= 32'b001110_11110_01010_1111111111111101;  
bios[16] <= 32'b001111_00000_10111_0000010000000000;  
bios[17] <= 32'b100010_01010_10111_11000_00000000000;  
bios[18] <= 32'b010001_11000_00000_0000000000011110;  
bios[19] <= 32'b011011_01010_00110_0000000000000000;  
bios[20] <= 32'b110010_00110_11001_0000000000000000;  
bios[21] <= 32'b010000_11110_11001_1111111111111110;  
bios[22] <= 32'b001110_11110_01011_1111111111111110;  
bios[23] <= 32'b011011_01011_00110_0000000000000000;  
bios[24] <= 32'b011011_01010_00111_0000000000000000;  
bios[25] <= 32'b110101_00111_00110_0000000000000000;  
bios[26] <= 32'b001100_01010_11010_0000000000000001;  
bios[27] <= 32'b010000_11110_11010_1111111111111101;  
bios[28] <= 32'b001110_11110_01010_1111111111111101;  
bios[29] <= 32'b011010_00000000000000000000001111;  
bios[30] <= 32'b001111_00000_00110_0000000000001011;  
bios[31] <= 32'b110110_00000_00110_0000000000000000;  
bios[32] <= 32'b011100_00000000000000000000000000;  
bios[33] <= 32'b100101_00000_11011_0000000000000000;  
bios[34] <= 32'b010000_11110_11011_1111111111111111;  
bios[35] <= 32'b001101_11110_11110_0000000000000101;  
bios[36] <= 32'b011101_00000000000000000000000000;  
		end
	always @(posedge clk_auto)
		begin
			biosOut <= bios[address];
		end
endmodule
==> flow/run.sh <==
#!/bin/bash
# OpenROAD 26Q1-2900-gdf79404cd8, Yosys 0.63+post, stock flow scripts
make -C /OpenROAD-flow-scripts/flow DESIGN_CONFIG=/design/flow/config.mk WORK_HOME=/design/flow/orfs finish
==> flow/config.mk <==
export PLATFORM = sky130hd
export DESIGN_NAME = BIOS
export DESIGN_NICKNAME = BIOS
export VERILOG_FILES = /design/flow/design.v
export SDC_FILE = /design/flow/constraint.sdc
export NUM_CORES = 4
export LEC_CHECK = 1
export CORE_UTILIZATION = 30
==> flow/constraint.sdc <==
current_design BIOS

set clk_period 2.0
set clk_io_pct 0.2

create_clock -name clk0 -period $clk_period [get_ports {clk_auto}]

set non_clock_inputs [all_inputs -no_clocks]
set_input_delay [expr $clk_period * $clk_io_pct] -clock clk0 $non_clock_inputs
set_output_delay [expr $clk_period * $clk_io_pct] -clock clk0 [all_outputs]
==> notes.md <==
yosys + openroad results -> Port Buffers 38, Slew @ Worst Pin 0.4110 ns, Top cell area share 0.2623, Cells after Synth approximately 220, Max VDD drop around 0.26 mV, Max H-tree Level 1, Fillers ~580, Critical Path AT around 2.1 ns, first-pass GRT wire length 8997 µm, share of post-route cells with drive strength above 1 0.2848, Worst Path Required around 2.2 ns, CTS sink cnt 24, post-synthesis cell area 0.001832 mm², clk slew on worst S/H paths around 0.08 ns, Largest regs biosOut (24), Synth async-reset ratio 0, # diodes 0, CTS tree done, area delta synth->final 51.57%, ys flop type dfxtp_1, Initial Util 0.3094, clock share of power 0.211, Reg power frac 0.410, Final Non-Filler Cells between 300 and 400, max reg flops 24, Synth cell types 53, EDFF count, synth 0, Post-synth top cells nand2_1 (25), dfxtp_1 (24), ha_1 (17), All-Layer GR Usage 0.1836, status finished, final reports clean, via/cell ratio 4.935, cell-internal power around 0.00094 W, Leakage approximately 1.2 nW, post-route setup TNS 0 ns, Top reg by flops biosOut, CP max FO 7, GRT overflow 0, Combinational Power Share 0.379, Ports roughly 65, post-DR wirelength/cell around 14 µm, # DRC 0, Sw Pwr 0.0003607 W, yosys stat area between 0.0015 and 0.002 mm², clock root buffer clkbuf_8, cell area after placement about 0.0027 mm², Longest Clk Path Bufs 2, relative slew slack 0.7189, die area between 0.006 and 0.007 mm², synthesized area per cell slightly above 8 µm², count leader, synth nand2_1, Routed WL 5459 µm, Hold Worst Slack ~0.9 ns, Synth flops 24, largest net degree at the start of global routing 23, critical path launch point address[3], Top cells by area dfxtp_1 (26%), ha_1 (12%), nand2_1 (5.1%), buf_4 (4.1%), a21oi_1 (3.8%), Die Y ~80 µm, via count 1895, DP Cell Count approximately 380, vias in the first global route 1785, logic area between 0.001 and 0.0015 mm², fin crit period 1.913 ns, sw frac 0.2764, initial antenna violation count 0, sequential area share after synthesis 0.2623, tool warnings 65, unrepaired setup endpoints after global routing no, TritonCTS Buffers 3, CP endpoint kind register, Worst Hold Launch address[0], iteration count of the initial detailed-routing pass 4, Max-cap violations 0, Worst setup SP type primary input, type of the worst setup path primary input to register, design area between 0.002 and 0.003 mm², overall power between 0.001 and 0.0015 W, RePlAce Congestion between 0.9 and 1, f_max roughly 520 MHz, Final Setup Violations 0, hold_buf cts 0, Syn. warnings 1, post-synth top area cell dfxtp_1, Core Region roughly 0.006 mm², final hold vios 0, First DRT Iteration DRCs 85, HP Class primary input to register, Post-DP HPWL about 4300 µm, standard-cell rows 28, Flop area ~480 µm², fin crit share 0.9567, PD cells 470.0 mW/mm², Yosys Instances 224, ANT nets after route 0, max-slew violations 0, chip width roughly 80 µm
-- area by class of cell --
class | count | area share
tap | 75 | 0.03380
clock buffer | 3 | 0.01487
inverter | 7 | 0.009464
timing repair buffer | 106 | 0.3308
multi-input combinational | 169 | 0.4380
sequential | 24 | 0.1731
-- timing repair --
action	in CTS	in global routing
resized	2	12
pin swaps	0	1
endpoints found under the setup margin	2	11
setup buffers	0	0
-- power by group through the flow --
stage	clock network, W	registers [W]	logic (W)
CTS	0.000291	0.000535	0.000484
global route	0.000311	0.000540	0.000543
finish	0.000276	0.000535	0.000495
-- logic make-up after synthesis --
family          after synthesis  synth area share
compound gates               68            0.2657
xor+xnor                      1          0.004782
fa+ha+maj                    17            0.1161
simple gates                 76            0.2131
buf+inv                      31           0.09835
mux                           7           0.03962
flops                        24            0.2623
-- per-stage QoR --
stage	util	worst slack, ns
finish	0.4689	0.08652
global route	0.4689	0.02083
floorplan	-	0.1740
CTS	0.4626	0.002763
global placement	0.4539	-0.2869
detailed placement	0.4539	-0.2852
-- worst max-delay path: stages --
cell	delay, ns
clkdlybuf4s50_1	0.65
clkinv_1	0.34
buf_4	0.27
nor2_1	0.10
nor3_1	0.06
o31a_1	0.24
-- routing by layer --
| metal | up-vias | wire length (µm) | track usage |
|---|---|---|---|
| met4 | 0 | 65 | 0.03393 |
| met2 | 55 | 2510 | 0.2872 |
| li1 | 974 | - | - |
| met1 | 860 | 2690 | 0.2837 |
| met5 | - | 0 | 0 |
| met3 | 6 | 192 | 0.006920 |
-- layout by cell type (no fill, tap or decap), types with 3 or more instances in the layout --
master	n
a211o_1	3
a211oi_1	5
a21oi_1	14
buf_4	66
clkbuf_8	3
clkdlybuf4s50_1	37
dfxtp_1	24
ha_1	14
ha_2	3
inv_1	3
inv_2	3
mux2i_1	4
nand2_1	25
nand2b_1	10
nand3_1	4
nor2_1	12
nor2b_1	7
nor3_1	8
o211ai_1	8
o21ai_0	8
o22ai_1	3
-- final timing paths --
check                     end  depth (start not counted)  slack, ns
setup / recovery  biosOut[20]                          6       0.09
hold / removal    biosOut[30]                          5       0.88
No activity file was given, so power comes from the tool's default toggle rates.
