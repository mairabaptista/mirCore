<file path="/design/flow/config.mk">
export PLATFORM = sky130hd
export DESIGN_NAME = BancoREG
export DESIGN_NICKNAME = BancoREG
export VERILOG_FILES = /design/flow/design.v
export SDC_FILE = /design/flow/constraint.sdc
export NUM_CORES = 4
export LEC_CHECK = 1
export CORE_UTILIZATION = 30
</file>
<file path="/design/flow/constraint.sdc">
current_design BancoREG

set clk_period 14.3
set clk_io_pct 0.2

create_clock -name clk0 -period $clk_period [get_ports {clk}]

set non_clock_inputs [all_inputs -no_clocks]
set_input_delay [expr $clk_period * $clk_io_pct] -clock clk0 $non_clock_inputs
set_output_delay [expr $clk_period * $clk_io_pct] -clock clk0 [all_outputs]
</file>
<file path="/design/flow/design.v">
module BancoREG(readRegister1, readRegister2, writeRegister, writeData, readData1, readData2, clk, regWrite, PC, jal,
					rd_shft_enabler, wrt_shft_enabler, intrpt_val, intrpt, proc_pc, save_proc_pc);
	 parameter DATA_WIDTH = 32;
	 input clk, regWrite, jal, rd_shft_enabler, wrt_shft_enabler, save_proc_pc;
    input [4:0] readRegister1;
	 input [4:0] readRegister2; 
	 input [4:0] writeRegister;  
    input [(DATA_WIDTH-1):0] writeData;
	 input [(DATA_WIDTH-1):0] PC;
	 input [(DATA_WIDTH-1):0] intrpt_val;
	 input [(DATA_WIDTH-1):0] proc_pc;
	 input intrpt;
    output [(DATA_WIDTH-1):0] readData1;  
	 output [(DATA_WIDTH-1):0] readData2;  
    reg [(DATA_WIDTH-1):0]registradores[(2*DATA_WIDTH-1):0];
    always @ (posedge clk)
        begin
				registradores[0] <= 32'b0;
				if(jal == 1)
					begin
						registradores[31] <= PC + 1;
					end
            if (regWrite == 1)
                begin
						registradores[writeRegister + (DATA_WIDTH*wrt_shft_enabler)] <= writeData;						  
                end
				if(intrpt)
				begin
					registradores[5'b00010] <= intrpt_val;  
				end
				if(save_proc_pc)
				begin
					registradores[5'b00010] <= proc_pc;   
				end
        end
    assign readData1 = registradores[readRegister1 + (DATA_WIDTH*rd_shft_enabler)];
    assign readData2 = registradores[readRegister2 + (DATA_WIDTH*rd_shft_enabler)];
endmodule	
</file>
<file path="/design/flow/run.sh">
#!/bin/bash
# OpenROAD 26Q1-2900-gdf79404cd8, Yosys 0.63+post, stock flow scripts
make -C /OpenROAD-flow-scripts/flow DESIGN_CONFIG=/design/flow/config.mk WORK_HOME=/design/flow/orfs finish
</file>
==> flow_metrics.tcl <==
# implementation run metrics
set metrics [dict create \
    run_status "finished clean" \
    critical_path_source_type "input pin" \
    grt_max_degree 87 \
    path_max_fanout 39 \
    clkSlewWorstSetupHoldPaths_ns 0.06 \
    cts_sinks 2048 \
    totalNegativeSetupSlack_ns 0 \
    area_figure_in_the_yosys_stat_output_sq_um 94800 \
    grt_setup_unrepaired "no" \
    max-clock-path-buffers 4 \
    critical-path-slowest-cell "sky130_fd_sc_hd__a2bb2oi_1" \
    synth_largest_type_area_fraction_pct 63.9 \
    antenna_violating_nets_post_route 0 \
    detailroute.via_count 54300 \
    areaGrowthSynthToFinish_pct 15.2 \
    ys_dominant_reg_cell "sky130_fd_sc_hd__edfxtp_1" \
    largest_register_ff_count 2048 \
    crit_top_cell "sky130_fd_sc_hd__buf_4" \
    design.die.area_sq_um 318000 \
    worst_ep_required_time_ns 11.44 \
    drc_errors 0 \
    drt_pre_antenna_iters 7 \
    yosys.cell_types.count 54 \
    gpl.final_weighted_congestion 0.949 \
    vdd_drop_max_v 0.000109 \
    cts.root.buffer_cell "sky130_fd_sc_hd__clkbuf_16" \
    slowest_delay_ns 0.98 \
    post_synth.cell_area_avg_sq_um 19.8 \
    die_x_um 564 \
    critPathArrivalTime_ns 7.86 \
    vias_per_cell 5.74 \
    initialDrtViolationCount 4029 \
    netlist_top_cells_area "sky130_fd_sc_hd__edfxtp_1, sky130_fd_sc_hd__mux4_2, sky130_fd_sc_hd__o22ai_1, sky130_fd_sc_hd__mux2i_1, sky130_fd_sc_hd__buf_4" \
    cts_max_level 4 \
    openroad.warnings 26 \
    grt_pass1_wl_mm 467 \
    io_buffers 213 \
    ys_seq_elements 2048 \
    power_mw 13.5 \
    timing.final.setup_violations 0 \
    timing.final.crit_period_ns 10.72 \
    achievable-frequency_mhz 93.3 \
    crit_chain "buf_8 -> buf_4 -> buf_4 -> buf_4 -> mux4_2 -> o22ai_1 -> nor4_1 -> a2bb2oi_1 -> clkdlybuf4s50_1" \
    worst-slew-pin-transition_ns 1.22 \
    dp_hpwl_mm 215 \
    yosysCellCount 4798 \
    cap_viol_max_count 0 \
    hold_viol 0 \
    antenna_found_initial 26 \
    finish.instance_area_sq_um 109000 \
    hold_ws_ns 2.27 \
    post_cts_buffers 0 \
    top_cells_by_count "sky130_fd_sc_hd__edfxtp_1, sky130_fd_sc_hd__mux4_2, sky130_fd_sc_hd__o22ai_1" \
    seq_area_frac_synth_pct 64.5 \
    top_cell "sky130_fd_sc_hd__edfxtp_1" \
    post_cts_hold_buffer_count 0 \
    timing.hold.worst.class "in -> reg" \
    power.density_cell_area_nw_per_um2 123 \
    dpl-instance-area_sq_um 103000 \
    fp.dieH_um 564 \
    placeable_core_region_sq_um 315000 \
    drt-total-wl_mm 338 \
    grt_use_total_pct 22.9 \
    cts_tree "done" \
    wl_per_cell_um 35.8 \
    synth_async_sr_flop_share_pct 0 \
    grt_pass1_vias 59900 \
    io-pin-count 214 \
    postLayoutCoreUtil_pct 34.7 \
    critical_path.endpoint_type "output port" \
    drv_slew 0 \
    fill_cells 28800 \
    std_cell_rows 206 \
    largestRegisters "registradores x2048" \
    edf_count 2016 \
    final_layout_size_suffix_gt1_share_pct 33.1 \
    core_util_floorplan_pct 30.1 \
    cts_inserted_buffers 210 \
    synthesis.area_sq_um 94800 \
    max_slew_margin_pct 18.4 \
    cts.repair.resized 0 \
    timing.final.crit_share_pct 74.9 \
    worst-setup-path-type "in -> out" \
    syn_inst 4798 \
    largest_register "registradores" \
    yosysWarnings 1 \
    grt-ovfl-total 0 \
    power.leakage_nw 33.3 \
    biggest_area_consumer_among_synthesized_cells "sky130_fd_sc_hd__edfxtp_1" \
]
-- where the power goes --
group          internal [mW]  leakage [nW]  switching [mW]  total, mW
clock network           3.09          3.25            2.35       5.44
logic                  0.518          11.6           0.839       1.36
registers               6.66          18.5          0.0404       6.70
-- critical path: cells and delay by family --
family / cells / cell delay (ns)
buf+inv: 5 / 2.85
compound gates: 2 / 1.07
simple gates: 1 / 0.62
mux: 1 / 0.34
-- final cells by class --
cell class	instances	area, sq um	share of cell area, %
tap	4160	5200	4.76
sequential	2048	61200	56.0
clock inverter	117	1130	1.03
clock buffer	254	5500	5.04
antenna	11	27.5	0.0252
inverter	4	15.0	0.0137
timing repair buffer	500	4220	3.86
multi-input combinational	2356	32000	29.3
-- cell families (layout without fill, tap and decap cells) --
family	after synthesis	in the layout	synth area share, %
xor gates and xnor gates	30	30	0.277
other	0	11	0
muxes	1184	1184	25.8
and+or+nand+nor	518	518	2.73
AOI/OAI and AO/OA	623	623	4.34
DFF	2048	2048	64.5
buffers and inverters	394	875	2.28
adders and majority gates	1	1	0.0132
-- routing by layer --
metal  global-route usage (%)  wire (um)  vias up  part of all wire [%]
met1                     22.2      95600    27700                    28
met4                     11.9      22800       36                   6.8
met5                     2.98       1360        -                  0.40
met3                     19.9      66000      667                    20
li1                         -          -    21600                     -
met2                     32.9     152000     4251                    45
-- per-stage QoR --
| step | std cells | setup WS (ns) |
|---|---|---|
| 5_1_grt | 9447 | 3.37 |
| 4_1_cts | 9439 | 3.78 |
| 2_1_floorplan | 4798 | 7.05 |
| 3_3_place_gp | 9068 | 3.76 |
| 6_report | 9450 | 3.58 |
| 3_5_place_dp | 9068 | 3.83 |
-- final timing paths --
path / slack (ns) / end / cells past startpoint / start
worst max-delay path: 3.58 / readData1[25] / 9 / readRegister1[0]
worst min-delay path: 2.27 / registradores[26][2] / 1 / writeData[2]
-- cells in the final DEF, fill, tap and decap left out, drive strengths merged, types with 20 or more instances in the layout --
cell,instances
edfxtp,2016
mux4,1007
buf,331
o22ai,300
clkbuf,254
clkdlybuf4s50,169
nand2,144
mux2i,144
o21ai,106
nor2,91
clkinv,86
nor3,58
nor4,57
o221ai,54
o22a,45
and2,37
a21oi,35
mux2,33
dfxtp,32
nor2b,29
nand3,26
a211oi,26
bufinv,20
Power figures rest on the tool's default switching activity, not on a simulated workload.
